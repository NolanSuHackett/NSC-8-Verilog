<file path="design/flow/constraint.sdc">
current_design n_bit_register_falling

set clk_period 1.0
set clk_io_pct 0.2

create_clock -name clk0 -period $clk_period [get_ports {clk}]

set non_clock_inputs [all_inputs -no_clocks]
set_input_delay [expr $clk_period * $clk_io_pct] -clock clk0 $non_clock_inputs
set_output_delay [expr $clk_period * $clk_io_pct] -clock clk0 [all_outputs]
</file>
<file path="design/flow/config.mk">
export PLATFORM = sky130hd
export DESIGN_NAME = n_bit_register_falling
export DESIGN_NICKNAME = n_bit_register_falling
export VERILOG_FILES = /design/flow/design.v
export SDC_FILE = /design/flow/constraint.sdc
export NUM_CORES = 4
export LEC_CHECK = 1
export CORE_AREA = 10 10 70 70
export DIE_AREA = 0 0 80 80
</file>
<file path="design/flow/design.v">
module n_bit_register_falling #(parameter N=8) (
    input wire [N-1:0] data_in,
    input wire write_enable,
    input wire clk,
    input wire clear,
    output reg [N-1:0] data_out
);
    always @(negedge clk) begin
        if (clear)
            data_out <= {N{1'b0}};
        if (write_enable)
            data_out <= data_in;
    end
endmodule
</file>
<file path="design/flow/run.sh">
#!/bin/bash
# OpenROAD 26Q1-2900-gdf79404cd8, Yosys 0.63+post, stock flow scripts
make -C /OpenROAD-flow-scripts/flow DESIGN_CONFIG=/design/flow/config.mk WORK_HOME=/design/flow/orfs finish
</file>
==> flow_summary.ini <==
; flow metrics
[pwr]
leakagePower_nw = 0.274
design_power_total_mw = 0.860
power.density_cell_area_nw_per_um2 = 1490
worst_ir_drop_vdd_mv = 0.431

[cts]
cts_made_buffers = 3
cts-root-buf = sky130_fd_sc_hd__clkbuf_4
htreeDepth = 1
post-cts-setup-buffer-count = 0
cts_tree = done
clkSinkCount = 8
clk_buf_depth = 2
worst_path_clk_slew_ns = 0.03
cts_hold_buf = 0

[floorplanning]
die_ht_um = 80
floorplan.io_pins = 19
floorplan.core_area_sq_um = 3420
fp_util_pct = 9.08
floorplan.rows = 21
chip_area_sq_um = 6400
die_w_um = 80

[global_routing]
maximum_number_of_pins_on_one_net_before_global_route_repair = 9
groute.usage.overall_pct = 2.37
grt_first_pass_wirelength_um = 1170
grt.overflow.total = 0
grt_pass1_vias = 294
antenna_found_initial = 0

[worst_setup_path]
timing.critical_path.arrival_ns = 1.29
cp_slowest_stage_delay_ns = 0.36
timing.critical_path.to_type = primary output
critPathKind = register to primary output
cp_cell_instances = buf_2
crit_path_top_delay_cell = sky130_fd_sc_hd__edfxtp_1
worstPathRequired_ns = 0.80
crit_family = flip-flops
crit_fanout = 1
critical_path.startpoint_type = register
buffer_and_inverter_tally_for_the_worst_setup_path = 1

[synthesis]
yosys_cell_types = 4
post_synth_instance_area_sq_um = 310
synth_area_per_cell_sq_um = 17.2
yosysChipArea_sq_um = 310
synth_sequential_area_ratio_pct = 77.4
synth_warnings = 1
netlist_instances = 18
synth.ff_latch_count = 8
yosys_cells = 18

[routing]
drt_first_iter_violations = 4
wl_per_cell_um = 7.83
antenna_cells = 0
drt_antenna_net_count = 0
drcViolationCount = 0
drt-total-wl_um = 728
dr.pass1.iters = 2
dr_total_vias = 230
detail_route.vias_per_cell = 2.47

[placed_design]
numPortBuffers = 18
routability_cong = 0.743
dp_slack_ns = -0.696
placedInstanceArea_sq_um = 568

[job]
stage_log_warnings = 36
max-cap-violations = 0

[min_path]
timing.hold.worst.class = input pin to register

[layout]
flow.area_growth_from_synthesis_pct = 85.9
final_cell_mix = sky130_fd_sc_hd__and2_4, sky130_fd_sc_hd__inv_1, sky130_fd_sc_hd__edfxtp_1, sky130_fd_sc_hd__buf_2, sky130_fd_sc_hd__dlygate4sd2_1
filler_cell_count = 402
final-seq-area_sq_um = 240
largest_reg_flops = 8
final_cell_area_sq_um = 577
drive_above_1_share_pct = 48.9
layout_top_registers = data_out x8
multi_input_comb_area_sq_um = 78.8
registers.top_by_ff_count = data_out

[sta]
hold_violations = 0
setup_ws_ns = -0.493
tightestPinTransition_ns = 0.112
rsz0062_at_grt = yes
timing.slew.headroom_pct = 92.5
timing_max_transition_violations_final = 0
setup_viol = 16

[status]
violations_in_the_final_reports = setup timing
outcome = finished with violations
==> Yosys cell counts, drive strengths merged <==
master	number	area [sq um]
edfxtp	8	240
inv	1	3.75
and2	8	60.1
or2	1	6.26
==> layout make-up <==
type                    instances  share of cell area (%)
well taps                      46                    9.98
clock buffers                   3                    3.90
repair buffers                 19                    25.6
clock inverters                 8                    5.21
multi-input cells               9                    13.7
flip-flops and latches          8                    41.6
==> final timing paths <==
path	startpoint	end	slack, ns	depth (start not counted)
max	data_out[0]	data_out[0]	-0.49	1
min	clear	data_out[1]	0.75	2
==> timing repair <==
action / in CTS / in global routing
gates resized: 45 / 1
gates cloned: 0 / 0
pin swaps: 5 / 0
setup endpoints to repair: 24 / 16
==> power by group <==
| group | switching (mW) | internal [mW] |
|---|---|---|
| clock | 0.172 | 0.180 |
| combinational | 0.0255 | 0.0698 |
| sequential | 0.00679 | 0.406 |
==> through the flow <==
| stage | setup TNS (ns) | hold slack (ns) | util [%] | std cells |
|---|---|---|---|---|
| 2_1_floorplan | -2.41 | 0.910 | - | 18 |
| 3_3_place_gp | -14.58 | 1.38 | 16.6 | 83 |
| 3_5_place_dp | -14.89 | 1.38 | 16.6 | 83 |
| 4_1_cts | -4.06 | 0.741 | 16.8 | 93 |
| 5_1_grt | -4.26 | 0.744 | 16.9 | 93 |
| 6_report | -3.95 | 0.752 | 16.9 | 93 |
==> layer usage <==
metal  global-route usage [%]  vias up  wire (um)
met4                     1.41        0          9
met1                     2.13       95        238
li1                         -      120          -
met3                     1.70        2         92
met5                        0        -          0
met2                     3.77       13        388
==> logic make-up after synthesis <==
| family | share of synthesized area [%] |
|---|---|
| DFF | 77.4 |
| buffers and inverters | 1.21 |
| and+or+nand+nor | 21.4 |
Power figures rest on the tool's default switching activity, not on a simulated workload.
